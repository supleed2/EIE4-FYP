<file path="run.sh">
#!/bin/bash
# OpenROAD 26Q1-2900-gdf79404cd8, Yosys 0.63+post, stock flow scripts
make -C /OpenROAD-flow-scripts/flow DESIGN_CONFIG=/design/flow/config.mk WORK_HOME=/design/flow/orfs finish
</file>
<file path="config.mk">
export PLATFORM = sky130hd
export DESIGN_NAME = genWave
export DESIGN_NICKNAME = genWave
export VERILOG_FILES = /design/flow/design.v
export SDC_FILE = /design/flow/constraint.sdc
export NUM_CORES = 4
export LEC_CHECK = 1
export CORE_UTILIZATION = 30
</file>
<file path="constraint.sdc">
current_design genWave

set clk_period 72.9
set clk_io_pct 0.2

create_clock -name clk0 -period $clk_period [get_ports {i_clk48}]

set non_clock_inputs [all_inputs -no_clocks]
set_input_delay [expr $clk_period * $clk_io_pct] -clock clk0 $non_clock_inputs
set_output_delay [expr $clk_period * $clk_io_pct] -clock clk0 [all_outputs]
</file>
<file path="design.v">
`default_nettype none
module cordic
( input  var [15:0] i_qph  
, output var [15:0] o_sin  
);
logic [15:0] i_x;
logic [15:0] i_y;
always_comb i_x = i_qph[15] ? 16'h0000 : 16'hDBD9;
always_comb i_y = i_qph[15] ? 16'hDBD9 : 16'h0000;
logic [22:0] cordic_angle [0:18];
always_comb cordic_angle[ 0] = 23'h25C80A;  
always_comb cordic_angle[ 1] = 23'h13F670;  
always_comb cordic_angle[ 2] = 23'h0A2223;  
always_comb cordic_angle[ 3] = 23'h05161A;  
always_comb cordic_angle[ 4] = 23'h028BAF;  
always_comb cordic_angle[ 5] = 23'h0145EC;  
always_comb cordic_angle[ 6] = 23'h00A2F8;  
always_comb cordic_angle[ 7] = 23'h00517C;  
always_comb cordic_angle[ 8] = 23'h0028BE;  
always_comb cordic_angle[ 9] = 23'h00145F;  
always_comb cordic_angle[10] = 23'h000A2F;  
always_comb cordic_angle[11] = 23'h000517;  
always_comb cordic_angle[12] = 23'h00028B;  
always_comb cordic_angle[13] = 23'h000145;  
always_comb cordic_angle[14] = 23'h0000A2;  
always_comb cordic_angle[15] = 23'h000051;  
always_comb cordic_angle[16] = 23'h000028;  
always_comb cordic_angle[17] = 23'h000014;  
always_comb cordic_angle[18] = 23'h00000A;  
logic [18:0] x [0:19];
logic [18:0] y [0:19];
logic [22:0] p [0:19];
always_comb x[0] = {1'b0, i_x, {2{1'b0}}};
always_comb y[0] = {1'b0, i_y, {2{1'b0}}};
always_comb p[0] = {i_qph, {7{1'b0}}};
for (genvar i = 0; i < 19; i = i + 1) begin: l_cordic_steps
  always_comb
    if (p[i][22]) begin
      x[i+1] = x[i] + (y[i] >>> (i+1));
      y[i+1] = y[i] - (x[i] >>> (i+1));
      p[i+1] = p[i] + cordic_angle[i];
    end else begin
      x[i+1] = x[i] - (y[i] >>> (i+1));
      y[i+1] = y[i] + (x[i] >>> (i+1));
      p[i+1] = p[i] - cordic_angle[i];
    end
end
always_comb
  if (i_qph > 16'd65508)   o_sin = 16'hFFFE;
  else if (i_qph < 16'd32) o_sin = i_qph + (i_qph >> 1);
  else                     o_sin = y[19][17:2];
endmodule
`default_nettype none
module genWave
( input  var        i_clk48     
, input  var        i_rst48_n   
, input  var        i_pause     
, input  var [ 4:0] i_osc_sel   
, input  var [23:0] i_t_freq    
, input  var        i_tf_valid  
, input  var [ 7:0] i_wav_sel   
, input  var        i_ws_valid  
, output var [15:0] o_sample    
, output var        o_pulse     
);
logic [8:0] clk_div;
always_ff @(posedge i_clk48)  
  if (!i_rst48_n)             clk_div <= 0;
  else if (clk_div == 9'd499) clk_div <= 0;
  else                        clk_div <= clk_div + 1;
logic clk_48k;
always_ff @(posedge i_clk48)  
  if (!i_rst48_n)           clk_48k <= 0;
  else if (clk_div == 9'd0) clk_48k <= ~clk_48k;
logic clk_48k_past;
always_ff @(posedge i_clk48)  
  clk_48k_past <= clk_48k;
always_comb o_pulse = clk_48k && !clk_48k_past;  
logic [23:0] t_freq [0:31];
always_ff @(posedge i_clk48)
  if (i_tf_valid) t_freq[i_osc_sel] <= i_t_freq;  
logic [7:0] wav_sel [0:31];
always_ff @(posedge i_clk48)
  if (i_ws_valid) wav_sel[i_osc_sel] <= i_wav_sel;  
logic [4:0] ps_clk;
always_ff @(posedge i_clk48)  
  if (!i_rst48_n) ps_clk <= '0;          
  else            ps_clk <= ps_clk + 1;  
logic [23:0] int_phase_step;  
always_comb int_phase_step = (24'd699 * t_freq[ps_clk]);  
logic [15:0] phase_step [0:31];  
always_ff @(posedge i_clk48) phase_step[ps_clk] <= {1'b0, int_phase_step[23:9]};
logic [15:0] phase [0:31];
for (genvar i = 0; i < 32; i++) begin: l_gen_phase
  always_ff @(posedge clk_48k)  
    if (!i_rst48_n)                  phase[i] <= 16'd0;                          
    else if (phase_step[i] == 16'd0) phase[i] <= {phase[i][15], phase[i][15:1]}; 
    else if (!i_pause)               phase[i] <= phase[i] + phase_step[i];       
end
logic [15:0] saw;
always_ff @(posedge i_clk48) if (clk_div[2:0] == 3'd0) saw <= phase[clk_div[8:3]];  
logic [15:0] square;
always_ff @(posedge i_clk48) square <= {~saw[15], {15{saw[15]}}};  
logic [15:0] triangle;
always_ff @(posedge i_clk48) triangle <= saw[15] ? {saw[14], ~saw[13:0], 1'b1} : {~saw[14], saw[13:0], 1'b0};  
logic [15:0] sine;
saw2sin m_saw2sin  
( .i_clk(i_clk48)
, .i_saw(saw)
, .o_sin(sine)
);
logic [15:0] sample;
always_comb  
  case (wav_sel[clk_div[8:3]])
    8'd0: sample = saw;       
    8'd1: sample = square;    
    8'd2: sample = triangle;  
    8'd3: sample = sine;      
    default: sample = saw;    
  endcase
logic osc_valid;
always_comb osc_valid = (clk_div < 9'd256);  
logic [15:0] samples [0:31];  
always_ff @(posedge i_clk48) if ((clk_div[2:0] == 3'd7) && osc_valid) samples[clk_div[8:3]] <= sample;
logic [23:0] samples_long [0:31];  
always_comb samples_long[0] = {{8{samples[0][15]}}, samples[0]};
for (genvar i = 1; i < 32; i++) begin: l_gen_sample_long
  always_comb samples_long[i] = samples_long[i-1] + {{8{samples[i][15]}}, samples[i]};
end
logic [5:0] waves_count [0:31];
always_comb waves_count[0] = (phase[0] != 16'd0);
for (genvar i = 1; i < 32; i++) begin: l_gen_waves_count
  always_comb waves_count[i] = waves_count[i-1] + (phase[i] != 16'd0);  
end
logic [5:0] wv_cnt_1;
always_comb wv_cnt_1 = waves_count[31] - 1;  
logic [2:0] shift;  
always_comb shift = wv_cnt_1[5] ? 3'd6
                  : wv_cnt_1[4] ? 3'd5
                  : wv_cnt_1[3] ? 3'd4
                  : wv_cnt_1[2] ? 3'd3
                  : wv_cnt_1[1] ? 3'd2
                  : wv_cnt_1[0] ? 3'd1
                  : 3'd0;
logic [23:0] samples_sum;  
always_ff @(posedge i_clk48) samples_sum <= samples_long[31] >> shift;
always_comb o_sample = samples_sum[15:0];     
endmodule
`default_nettype none
module saw2sin
( input  var        i_clk
, input  var [15:0] i_saw
, output var [15:0] o_sin
);
logic invert;
always_comb invert = i_saw[15];
logic reverse;
always_comb reverse = i_saw[14];
logic [15:0] qsaw;
always_comb qsaw = reverse
  ? {~i_saw[13:0], 2'b11}  
  : {i_saw[13:0], 2'b01};  
logic [15:0] qsin;
cordic cordic
( .i_qph (qsaw)
, .o_sin (qsin)
);
logic [16:0] sin;
always_ff @(posedge i_clk) sin <= reverse
  ? (invert ? ~{1'b1, qsin[15:0]}           
            : {1'b1, qsin[15:0]} + 17'd1)   
  : (invert ? ~{1'b1, qsin[15:0]} + 17'd2   
            : {1'b1, qsin[15:0]} + 17'd0);  
always_comb o_sin = {~sin[16], sin[15:1]};
endmodule
</file>
==> run summary <==
Flip-flop cell with the highest count after synthesis: edfxtp_1
Number of hold violations in the final report: 0
Later-pin clock latency in the skew report: 0.94 ns
Resized cells post-CTS: 0
Top cells by area in the synthesized netlist: edfxtp_1 (35%), ha_1 (11%), fa_1 (7.8%)
Top achievable clock speed: 15.9 MHz
Clk slew on worst S/H paths: 0.06 ns
WS Path Type: reg -> reg
EDFF count, synth: 2032
Post-route met1 wirelength: 206000 um
Cell at the root of the clock tree: clkbuf_16
Post-DR wirelength/cell: 21.6 um
Seq. cell area: 0.0726 mm2
Number of unconstrained endpoints: 512
Kind of capture point of the worst setup path: flip-flop
Mapped Area: 0.174 mm2
Max H-tree Level: 4
Area reported by Yosys stat: 0.174 mm2
Final Non-Filler Cells: 23800
MI comb area: 0.0951 mm2
Portion of the clock cycle consumed by the worst path in the final layout: 0.865
# fillers: 56800
Clock Tree Buf Depth: 4
Worst clock skew: 0.135 ns
Area grow syn2layout: 10.9%
Max stage delay cell, worst path: edfxtp_1
Final setup violation count: 0
Pin count of the biggest net entering global routing: 174
Number of vias after detailed routing: 121000
Outcome: complete, no violations
Slew at the pin with the worst max-slew slack: 1.31 ns
DIE HEIGHT: 765 um
Data required time at the worst endpoint: 73.58 ns
Biggest area consumer among synthesized cells: edfxtp_1
Post-synthesis area per instance: 11.1 um2
Startpoint class of the critical path: flip-flop
Number of hold-repair buffers added at the cts stage: 0
Port Buffer Count: 58
Standard-cell row count: 279
Max transition margin: 0.129
Post-layout min period: 63.04 ns
First-pass GRT wire length: 763000 um
Via count of the first global-routing pass: 119000
Number of cells in the design after placement: 23400
Total DRC errors in the routed layout: 0
Cts bufs inserted: 217
Setup slack of the critical path after layout: 9.86 ns
Wire length after detailed routing: 513000 um
Synthesized netlist cell count: 15700
CP peak stage delay: 0.80 ns
Post-detailed-route via-to-cell ratio: 5.07
Number of violations of the max-capacitance limit: 0
Setup repair after global routing missed its margin: no
Post-route ant nets: 0
Die W: 765 um
Share of the core filled by cells before placement: 0.302
Post-placement setup slack: 10.26 ns
Number of buffers inserted to repair setup after CTS: 0
Count of unique library cells instantiated by Yosys: 120
First DRT Iteration DRCs: 7942
Path type of the worst min-delay path: reg -> reg
Synth async-reset ratio: 0
FF+latch count, synth: 2609
CP max FO: 44
GPL Wtd Cong: 1.03
Total Negative Setup Slacks: 0 ns
Pre-Repair DR Iteration Count: 6
DP HPWL: 378000 um
Overall global routing resource usage: 0.181
Arrival time worst endpoint: 63.72 ns
Number of I/O pins: 59
Sum of met3 wire segment lengths after detailed routing: 47800 um
Cell count listed in synth_stat.txt: 15700
Highest Signal Layer: met5
Core area: 0.578 mm2
Post-synth seq share: 0.416
Ratio of cells with drive above 1 in the final layout: 0.0710
Full die area: 0.585 mm2
Tool warnings: 63
Most used cell, CP: a21oi_1
Met2 WL post-DR: 237000 um
Warnings from Yosys: 10
Count of unclocked register or latch pins: 512
Top-area cell share: 0.350
Number of antenna violations at the first check in global routing: 51
TritonCTS clock tree: built
Slew Viols, Final: 0
Gr ovfl total: 0
flip-flops by register name (all words and copies together) (netlist names), 15 cells and up:
name and cells:
triangle 15, saw 16, wav_sel 256, phase_step 480, t_freq 768, m_saw2sin.sin 16, samples_sum 16, phase 512
samples 512
synthesized netlist by cell type (34+ instances only):
library cell  instances
o31ai_1              48
xnor2_1             822
xor2_1              431
and2_1              230
a22o_1               95
nand4_1             114
nand3_1             102
o211a_1             420
nand2b_1            160
a31oi_1              55
o21bai_1            291
a21boi_0             58
a21oi_1             976
a21o_1              386
nor2b_1             287
o21a_1              115
a221oi_1             97
nor4_1              271
nand2_1             929
clkbuf_1            431
and3_1               34
dfxtp_1             577
o21ai_0             753
mux2i_1             134
ha_1               1537
buf_1                43
edfxtp_1           2032
o211ai_1            210
o311ai_0            188
inv_1              1493
nor2_1              737
fa_1                676
or3_1                37
nor3_1              188
mux4_2              215
a22oi_1             155
critical path: cells and delay by family, from the launching register on:
kind	cells	cell delay [ns]
fa+ha+maj	19	6.56
buf+inv	35	9.22
compound gates	222	39.80
simple gates	37	5.72
flops	1	0.80
xor+xnor	4	0.59
stage by stage:
stage               area [um2]  utilization  hold WS [ns]
floorplan               174000            -         0.346
global placement        186000        0.322         0.445
detailed placement      186000        0.322         0.449
CTS                     193000        0.335         0.473
global route            193000        0.335         0.519
finish                  194000        0.335         0.473
per-layer routing:
layer,GRT usage,vias up
li1,-,57900
met2,0.286,4067
met5,0.00195,-
met3,0.0678,823
met4,0.0603,44
met1,0.237,57800
cells by family (layout without fill, tap and decap cells):
family,count (synthesis),in the layout,synth area share
XOR/XNOR,1273,1273,0.0652
other,0,16,0
flip-flops,2609,2609,0.416
AND-OR/OR-AND,4027,4027,0.159
multiplexers,380,380,0.0375
buffers and inverters,1993,2294,0.0430
AND/OR/NAND/NOR,3230,3230,0.0916
adder cells (fa/ha/maj),2220,2220,0.188
placed cells by master (no fill, tap or decap), types with 53 or more instances in the layout:
cell type        instances
nor2b_1                285
mux4_2                 215
a221oi_1                97
inv_1                 1493
nor3_1                 155
a31oi_1                 53
clkdlybuf4s50_1         56
clkbuf_16              219
nand2_1                929
dfxtp_1                572
o211ai_1               210
o21a_1                 115
nor4_1                 271
and2_1                 230
a21o_1                 386
o211a_1                420
a21oi_1                971
nand4_1                114
a22o_1                  95
mux2i_1                134
a21boi_0                58
ha_1                  1537
o21ai_0                751
o21bai_1               291
nand3_1                102
o311ai_0               188
a22oi_1                155
xor2_1                 431
nor2_1                 681
buf_4                  334
edfxtp_1              2032
nand2b_1               159
xnor2_1                820
fa_1                   676
path summary, 6_finish.rpt:
kind / cells after the start / end / startpoint / slack, ns
worst min register to register: 1 / clk_div[0]$_SDFF_PP0_ / clk_div[0]$_SDFF_PP0_ / 0.47
worst min-delay path: 1 / clk_div[0]$_SDFF_PP0_ / clk_div[0]$_SDFF_PP0_ / 0.47
worst max-delay path: 317 / m_saw2sin.sin[14]$_DFF_P_ / saw[13]$_DFFE_PN_ / 9.86
worst max register to register: 317 / m_saw2sin.sin[14]$_DFF_P_ / saw[13]$_DFFE_PN_ / 9.86
area by class of cell:
type                    instances  share of cell area
diodes                         16            0.000207
clock buffers                 251              0.0291
clock inverters               144             0.00874
inverters                    1505              0.0292
multi-input cells           11100               0.492
flip-flops and latches       2609               0.375
well taps                    7727              0.0500
repair buffers                394              0.0162
