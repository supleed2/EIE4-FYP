**constraint.sdc**
```tcl
current_design can

set clk_period 4.1
set clk_io_pct 0.2

create_clock -name clk0 -period $clk_period [get_ports {i_clk}]

set non_clock_inputs [all_inputs -no_clocks]
set_input_delay [expr $clk_period * $clk_io_pct] -clock clk0 $non_clock_inputs
set_output_delay [expr $clk_period * $clk_io_pct] -clock clk0 [all_outputs]
```
**design.v**
```verilog
`default_nettype none
module can
( input  var        i_clk
, input  var        i_rst_n
, input  var [10:0] i_id
, input  var [10:0] i_mask
, input  var        i_rx
, output var        o_tx
, output var [10:0] o_id
, output var [ 7:0] o_data0
, output var [ 7:0] o_data1
, output var [ 7:0] o_data2
, output var [ 7:0] o_data3
, output var [ 7:0] o_data4
, output var [ 7:0] o_data5
, output var [ 7:0] o_data6
, output var [ 7:0] o_data7
, output var        o_pulse
);
logic rx;
always_ff @(posedge i_clk)  
  rx <= i_rx;
logic rx_p;
always_ff @(posedge i_clk)  
  rx_p <= rx;
logic rx_r;
always_comb rx_r = rx && !rx_p;  
logic [8:0] div_1m;
always_ff @(posedge i_clk)
  if (!i_rst_n)              div_1m <= 9'd0;        
  else if (rx_r)             div_1m <= 9'd1;        
  else if (div_1m == 9'd383) div_1m <= 9'd0;        
  else                       div_1m <= div_1m + 1;  
logic bit_t_75;
always_ff @(posedge i_clk) bit_t_75 <= (div_1m == 9'd287);  
logic eof;
logic stuff_bit;
logic [2:0] stuff_count;
logic [98:0] rx_shift;
always_ff @(posedge i_clk)  
  if (!i_rst_n || eof)             rx_shift <= '1;  
  else if (bit_t_75 && !stuff_bit) rx_shift <= {rx_shift[97:0], rx};
always_comb stuff_bit = (stuff_count == 3'd4);  
logic rx_prev;
always_ff @(posedge i_clk) if (bit_t_75) rx_prev <= rx;
always_ff @(posedge i_clk)
  if (!i_rst_n)                         stuff_count <= 3'd0;             
  else if (bit_t_75 && stuff_bit)       stuff_count <= 3'd0;             
  else if (bit_t_75 && (rx_prev == rx)) stuff_count <= stuff_count + 1;  
  else if (bit_t_75)                    stuff_count <= 3'd0;             
logic [6:0] det_eof;
always_ff @(posedge i_clk)
  if (!i_rst_n)      det_eof <= 7'd0;                
  else if (bit_t_75) det_eof <= {det_eof[5:0], rx};  
always_ff @(posedge i_clk) eof <= &{det_eof};  
logic        b_sof;
logic [10:0] b_id;
logic        b_rtr;
logic        b_ide;
logic        b_r0;
logic [ 3:0] b_dlc;
logic [63:0] b_data;
logic [14:0] b_crc;
logic        b_crc_del;
always_comb b_sof     = rx_shift[98];
always_comb b_id      = rx_shift[97:87];
always_comb b_rtr     = rx_shift[86];
always_comb b_ide     = rx_shift[85];
always_comb b_r0      = rx_shift[84];
always_comb b_dlc     = rx_shift[83:80];
always_comb b_data    = rx_shift[79:16];
always_comb b_crc     = rx_shift[15:1];
always_comb b_crc_del = rx_shift[0];
logic id_match;
always_ff @(posedge i_clk) id_match <= ((i_id & i_mask) == (b_id & i_mask));  
logic dlc_match;
always_ff @(posedge i_clk) dlc_match <= (b_dlc == 4'd8);  
logic crc_match;
always_ff @(posedge i_clk) crc_match <= 1'b1;  
logic msg_valid;  
always_ff @(posedge i_clk) msg_valid <= &{id_match, !b_rtr, !b_ide, !b_r0, dlc_match, crc_match, b_crc_del};
always_ff @(posedge i_clk)
  if (!i_rst_n) o_tx <= 1'b1;                   
  else if (div_1m == 9'd1) o_tx <= !msg_valid;  
always_ff @(posedge i_clk)
  if (!i_rst_n) o_id <= 11'd0;                         
  else if (div_1m == 9'd1 && msg_valid) o_id <= b_id;  
logic [63:0] data;
always_ff @(posedge i_clk)
  if (!i_rst_n)                         data <= 64'd0;   
  else if (div_1m == 9'd1 && msg_valid) data <= b_data;  
always_ff @(posedge i_clk)
  if (!i_rst_n)            o_pulse <= 1'b0;       
  else if (div_1m == 9'd1) o_pulse <= msg_valid;  
  else                     o_pulse <= 1'b0;       
always_comb o_data0 = data[63:56];
always_comb o_data1 = data[55:48];
always_comb o_data2 = data[47:40];
always_comb o_data3 = data[39:32];
always_comb o_data4 = data[31:24];
always_comb o_data5 = data[23:16];
always_comb o_data6 = data[15:8];
always_comb o_data7 = data[7:0];
endmodule
```
**run.sh**
```bash
#!/bin/bash
# OpenROAD 26Q1-2900-gdf79404cd8, Yosys 0.63+post, stock flow scripts
make -C /OpenROAD-flow-scripts/flow DESIGN_CONFIG=/design/flow/config.mk WORK_HOME=/design/flow/orfs finish
```
**config.mk**
```make
export PLATFORM = sky130hd
export DESIGN_NAME = can
export DESIGN_NICKNAME = can
export VERILOG_FILES = /design/flow/design.v
export SDC_FILE = /design/flow/constraint.sdc
export NUM_CORES = 4
export LEC_CHECK = 1
export CORE_UTILIZATION = 50
```
==> PnR_summary.wiki <==
== Metrics ==
{| class="wikitable"
! Metric !! Value
|-
| Status || finished clean
|-
| Routed len/inst || 12.9 um
|-
| Capturing element type of the critical path || flop
|-
| Pin count of the biggest net entering global routing || 83
|-
| RSZ-0062 raised after global routing || false
|-
| I/O Pins || 102
|-
| Leftover overflow at the end of global routing || 0
|-
| Number of cell instances after yosys synthesis || 890
|-
| Vias in the first global route || 5010
|-
| Clock buffers created by TritonCTS || 21
|-
| Number of antenna violations at the first check in global routing || 1
|-
| Core Density at Floorplan || 51.3%
|-
| Placed Instances || 1116
|-
| Post-CTS repair timing setup buffer count || 0
|-
| P_sw || 806 uW
|-
| Reg2reg setup slack || 1.77 ns
|-
| Number of unique standard cell types used by synthesis || 41
|-
| Register area share after synthesis || 54.3%
|-
| Number of instances resized during post-cts repair || 0
|-
| First-pass GRT wire length || 24.0 mm
|-
| Worst hold path startpoint || rx
|-
| Y dimension of the die || 124 um
|-
| Critical Path Start || bit_t_75
|-
| Maximum clock frequency || 429 MHz
|-
| Critical path class || flop to flop
|-
| Gp weighted congestion || 0.790
|-
| Worst-path maximum fanout || 50
|-
| Cell type with the highest occurrence count on the critical path || sky130_fd_sc_hd__buf_4
|-
| Total number of placement rows || 44
|-
| Clock Skews || 0.00932 ns
|-
| Final cell count without fillers || 1153
|-
| Cells after synthesis || 890
|-
| Clk latency late pin || 0.48 ns
|-
| Area growth from synthesis to layout || 22.8%
|-
| Worst-margin pin slew || 0.779 ns
|-
| Switching power share of the total || 19.8%
|-
| Pleak || 0.00393 uW
|-
| Clock Tree Buf Depth || 3
|-
| Most common flop cell mapped by yosys || sky130_fd_sc_hd__dfxtp_1
|-
| Power density over the cells || 444 mW/mm2
|-
| Average cell area after synthesis || 8.38 um2
|-
| Clock network fraction of total power || 48.9%
|-
| Worst EP required || 4.51 ns
|-
| Floorplan die width || 124 um
|-
| Fraction of registers with async set or reset after synthesis || 0%
|-
| Routed vias/inst || 5.14
|-
| Post-synth tally of flip-flops with integrated enable || 1
|-
| Pins over their slew limit || 0
|-
| Number of buffers and inverters on the critical path || 3
|-
| Detailed-route DRC error count || 0
|-
| Cell accounting for the most synthesized area || sky130_fd_sc_hd__dfxtp_1
|-
| Fraction of power consumed by combinational cells || 2.7%
|-
| Total Die Area || 0.0154 mm2
|-
| Delay-heaviest family, CP || buffers and inverters
|-
| TNS Setup || 0 ns
|-
| Log Warnings || 28
|-
| Number of nets still failing antenna checks after routing || 0
|-
| Global-route total usage across every layer || 20.2%
|-
| Delay contributed by the slowest stage of the critical path || 0.70 ns
|-
| Maximum Capacitance Violations || 0
|-
| Critical path startpoint category || flop
|-
| Path type of the worst min-delay path || flop to flop
|-
| Post-cts hold buffer count || 0
|-
| Number of failing hold endpoints at the final stage || 0
|-
| Port Buf Inserts || 101
|-
| H-tree lvl count || 1
|-
| CTS tree || yes
|-
| Period utilization || 56.9%
|-
| Chip area line of the yosys report || 0.00746 mm2
|-
| Clock transition time at the flip-flop clock pins of the worst setup and hold paths || 0.06 ns
|-
| Share of post-route cells with drive strength above 1 || 6.71%
|-
| HPWL after detailed placement || 9.19 mm
|-
| Reg-to-reg critical path startpoint || bit_t_75
|-
| Cell-by-cell trace of the critical path || inv_2 -> a21oi_4 -> buf_4 -> buf_4 -> nand2_1 -> nand3_1
|-
| Register bit total from synthesis || 202
|-
| Peak supply drop || 0.329 mV
|-
| Overall via count from detail_route || 5924
|-
| Detailed Route Iter0 Violations || 361
|-
| Pre-Repair DR Iteration Count || 4
|-
| Buffer type at the clock tree root || sky130_fd_sc_hd__clkbuf_16
|-
| Most instantiated cells after synthesis || sky130_fd_sc_hd__nand2_1 (279), sky130_fd_sc_hd__dfxtp_1 (201), sky130_fd_sc_hd__nand3_1 (179)
|-
| Clock sink count || 202
|-
| Endpoint arrival time on the critical path || 2.74 ns
|-
| Time the worst path needs with I/O delays and setup || 2.33 ns
|-
| N_diodes || 0
|-
| Max transition margin || 48.1%
|-
| Top cell area share || 53.9%
|-
| Total standard cell area after synthesis || 0.00746 mm2
|-
| Most numerous cell in the Yosys netlist || sky130_fd_sc_hd__nand2_1
|-
| Design internal power || 3260 uW
|-
| Sequential share of power || 48.4%
|-
| Crit path max-delay cell type || sky130_fd_sc_hd__dfxtp_1
|-
| Routed wire length || 14.9 mm
|-
| YS warnings || 1
|-
| Core region area || 0.0145 mm2
|-
| Final setup violation count || 0
|-
| Top area cells in the synthesized netlist || sky130_fd_sc_hd__dfxtp_1 (54%), sky130_fd_sc_hd__nand2_1 (14%), sky130_fd_sc_hd__nand3_1 (12%)
|}
[final timing paths]
kind                  endpoint  cells past startpoint
setup reg to reg  rx_shift[77]                      6
setup / recovery  rx_shift[77]                      6
hold reg to reg           rx_p                      0
hold / removal            rx_p                      0
[layout make-up]
cell class / count / area (um2)
clock inverter: 7 / 113
clock buffer: 30 / 629
inverter: 4 / 15.0
sequential: 202 / 4050
multi-input combinational: 616 / 3040
timing repair buffer: 110 / 1080
tap: 184 / 230
fill: 1189 / 5380
[logic make-up (layout without fill, tap and decap cells)]
logic type / Yosys count / after routing / share of synthesized area [%]
and+or+nand+nor: 496 / 496 / 29.4
muxes: 9 / 9 / 1.21
xor gates and xnor gates: 17 / 17 / 2.00
adders and majority gates: 4 / 4 / 0.671
DFF: 202 / 202 / 54.3
AOI/OAI and AO/OA: 90 / 90 / 7.26
buffers and inverters: 72 / 151 / 5.08
[cell usage in the layout, fill, tap and decap left out, types with 2 or more instances in the layout]
cell type and count:
sky130_fd_sc_hd__a21boi_0 2, sky130_fd_sc_hd__a221oi_1 2, sky130_fd_sc_hd__a22o_1 2, sky130_fd_sc_hd__a31o_2 2, sky130_fd_sc_hd__and3_1 5, sky130_fd_sc_hd__buf_4 10, sky130_fd_sc_hd__bufinv_16 3, sky130_fd_sc_hd__clkbuf_1 2
sky130_fd_sc_hd__clkbuf_16 21, sky130_fd_sc_hd__clkbuf_8 7, sky130_fd_sc_hd__clkdlybuf4s50_1 100, sky130_fd_sc_hd__clkinv_2 3, sky130_fd_sc_hd__dfxtp_1 201, sky130_fd_sc_hd__ha_1 4, sky130_fd_sc_hd__inv_1 3, sky130_fd_sc_hd__mux2i_1 9
sky130_fd_sc_hd__nand2_1 278, sky130_fd_sc_hd__nand3_1 179, sky130_fd_sc_hd__nand4b_1 2, sky130_fd_sc_hd__nor2_1 11, sky130_fd_sc_hd__nor2b_1 9, sky130_fd_sc_hd__nor3b_1 2, sky130_fd_sc_hd__o21ai_1 65, sky130_fd_sc_hd__o21ai_2 11
sky130_fd_sc_hd__xnor2_1 2, sky130_fd_sc_hd__xor2_1 15
[routing by layer]
layer	GRT usage, %	up-vias	share of wire, %
met3	3.46	23	6.1
met1	34.2	2663	51
met4	3.65	0	2.0
met2	28.4	129	41
met5	0	-	0
li1	-	3109	-
[power by group through the flow]
stage / registers, uW / clock network (uW) / logic (uW)
5_1_grt: 1970 / 2110 / 121
6_report: 1970 / 1990 / 108
4_1_cts: 1970 / 2040 / 109
[worst register-to-register path, cell delays in order (launching register included)]
cell and delay [ns]:
sky130_fd_sc_hd__dfxtp_1 0.70, sky130_fd_sc_hd__inv_2 0.15, sky130_fd_sc_hd__a21oi_4 0.16, sky130_fd_sc_hd__buf_4 0.44
sky130_fd_sc_hd__buf_4 0.57, sky130_fd_sc_hd__nand2_1 0.15, sky130_fd_sc_hd__nand3_1 0.10
[state kept, by name, summed over array words and instances, names as in the netlist]
signal	cells
o_tx	1
rx_p	1
rx	1
data	64
rx_prev	1
stuff_count	3
bit_t_75	1
o_pulse	1
o_id	11
id_match	1
msg_valid	1
dlc_match	1
det_eof	7
div_1m	9
rx_shift	98
eof	1
[metrics by stage]
| step | hold slack (ns) | instance area, um2 | util, % | power [uW] | worst slack (ns) |
|---|---|---|---|---|---|
| detailed placement | 0.434 | 8420 | 57.9 | 2120 | 1.53 |
| global route | 0.463 | 9160 | 63.0 | 4200 | 1.61 |
| floorplan | 0.396 | 7460 | - | 2080 | 2.37 |
| global placement | 0.437 | 8420 | 57.9 | 2120 | 1.58 |
| finish | 0.441 | 9160 | 63.0 | 4070 | 1.77 |
| CTS | 0.448 | 9160 | 63.0 | 4120 | 1.79 |
No activity file was given, so power comes from the tool's default toggle rates.
